--- /design/flow/design.v ---
module compare_reg_for_strategy2(
  input i_clk,
  input i_rst_n,
  input i_max_rst,
  input i_maxpool,
  input signed [31:0] i_result,
  output reg signed [31:0] o_max
);
  wire max = (i_result > o_max) && i_maxpool;
  always@(posedge i_clk or negedge i_rst_n)begin
    if(!i_rst_n)begin
      o_max <= 32'd0;
    end else if(max || i_max_rst || !i_maxpool)begin
      o_max <= i_result;
    end
  end
endmodule
--- /design/flow/run.sh ---
#!/bin/bash
# OpenROAD 26Q1-2900-gdf79404cd8, Yosys 0.63+post, stock flow scripts
make -C /OpenROAD-flow-scripts/flow DESIGN_CONFIG=/design/flow/config.mk WORK_HOME=/design/flow/orfs finish
--- /design/flow/config.mk ---
export PLATFORM = sky130hd
export DESIGN_NAME = compare_reg_for_strategy2
export DESIGN_NICKNAME = compare_reg_for_strategy2
export VERILOG_FILES = /design/flow/design.v
export SDC_FILE = /design/flow/constraint.sdc
export NUM_CORES = 4
export LEC_CHECK = 1
export CORE_UTILIZATION = 30
--- /design/flow/constraint.sdc ---
current_design compare_reg_for_strategy2

set clk_period 4.8
set clk_io_pct 0.2

create_clock -name clk0 -period $clk_period [get_ports {i_clk}]

set non_clock_inputs [all_inputs -no_clocks]
set_input_delay [expr $clk_period * $clk_io_pct] -clock clk0 $non_clock_inputs
set_output_delay [expr $clk_period * $clk_io_pct] -clock clk0 [all_outputs]
==> flow_summary.ini <==
; synthesis and place-and-route metrics
[worst_setup_path]
worst_setup_path_start_kind = primary input
worst-r2r-cell-count = 9
crit-reg2reg-capture = o_max[16]
r2r_start = o_max[31]
critPathKind = primary input to register
worstSetupStartpoint = i_result[1]
endpoint = o_max[16]
crit_arrival_ps = 3660
register_to_register_setup_slack_ps = 2020
critical_path.max_fanout = 17
worst_setup_path_end_kind = register
cp_data_required_time_ps = 4970

[routing]
avgRoutedWirePerCell_um = 12.1
antenna_violating_nets_post_route = 0
route.vias.total = 1590
drc_errors = 0
drt-vias-per-instance = 4.48
routed_wl_um = 4310
firstDrtPassIters = 2
drtIter0Drc = 14
antenna_cells_inserted = 0

[pwr]
netSwitchingPower_mw = 0.202
fraction_of_power_spent_switching_nets = 0.253
fin_total_pwr_mw = 0.801
internal-power_mw = 0.598
sequential_group_share_of_total_power = 0.393
pwr_per_cell_area_nw_per_um2 = 260
power.static_leakage_nw = 1.45
p_comb_frac = 0.293
portion_of_total_power_attributed_to_the_clock_network = 0.313
ir_drop_mv = 0.111

[final_timing]
finalClockSkew_ps = 6.19
hold_viol = 0
final.min_clock_period_ps = 3490
timing.slew.headroom = 0.655
final-setup-viol-count = 0
timing.setup.tns_ps = 0
grt_setup_unrepaired = false
post-route-period-util = 0.727
worst_pin_slew_ps = 512
fmax_ghz = 0.287
timing_max_transition_violations_final = 0

[layout]
stdcell_count = 355
final_design_area_no_fill_sq_um = 3090
final_layout_top_logic_cells = clkdlybuf4s50_1, inv_1, ha_1, dfrtp_1, mux2_4
flow.area_growth_from_synthesis_pct = 40.4
reg_top3 = o_max (32)
layout_top_cell_excl_fill_tap = clkdlybuf4s50_1
final_util = 0.444
largest_register_ffs = 32
largest-register = o_max
layout-drive-gt1-share = 0.197

[global_routing]
total_global_route_track_usage = 0.118
number_of_global_route_vias_before_repair = 1536
grt_antenna_before_repair = 0
grt_overflow_total = 0
grt_pass1_wl_um = 6970
grt_max_degree = 33

[clock_network]
cts.clk_slew.worst_paths_ps = 70
worst_skew_pair.late_latency_ps = 280
cts_hold_repair.buffers = 0
cts_setup_buffers = 0
post_cts_resize_count = 0
clock_sinks = 32
cts_buffers = 5
max-clock-path-buffers = 2
root_buffer = clkbuf_8
clock_tree.htree_level_count = 2
cts_tree = yes

[run]
openroad.warnings = 25
maxCapViolations = 0

[synthesis]
synth_stat.cells = 184
top_cell_area_share = 0.364
synth-area-yosys_sq_um = 2200
synth_warnings = 1
postSynthCellCount = 184
synth.largest_area_cell = dfrtp_1
synth-seq-cells = 32
synth_async_sr_flop_share = 1.00
synth.cell_area_sq_um = 2200
synth-seq-area-share = 0.364
post_synth_main_area_contributors = dfrtp_1, mux2_4, ha_1
syn_avg_cell_area_sq_um = 11.9
synth_top_flop_cell = dfrtp_1
post_synth_num_cell_types = 28
edf_count = 0

[floorplanning]
fp.coreArea_sq_um = 6940
die_area_sq_um = 7670
io-pin-count = 68
die-height_um = 87.6
core.rowCount = 30
fp.dieW_um = 87.6
initial_core_util = 0.317

[run_status]
run_status = finished clean

[placement]
detailed_place.area_sq_um = 2980
port_buffers = 67
hpwlAfterDp_um = 3460
dpl.cell_count = 347
place_congestion = 0.741

[hold_path]
holdCritPathClass = register to register
## worst min-delay path by stage
| stage | from | to | slack (ps) | depth (start not counted) |
|---|---|---|---|---|
| global route | o_max[19] | o_max[19] | 550 | 1 |
| finish | o_max[19] | o_max[19] | 540 | 1 |
| CTS | o_max[19] | o_max[19] | 540 | 1 |
## power by group through the flow
| stage | Sequential [mW] | Clock [mW] | Combinational, mW |
|---|---|---|---|
| 5_1_grt | 0.319 | 0.268 | 0.262 |
| 4_1_cts | 0.315 | 0.261 | 0.240 |
| 6_report | 0.315 | 0.251 | 0.235 |
## cells in the mapped netlist, types with 2 or more instances
library cell   n
dfrtp_1       32
a21oi_1       12
inv_1         33
a211oi_1       2
mux2_2         2
mux2_4        30
o21ai_1        2
o21ai_0        3
nor3_1         2
nand4_2        2
or4_4          2
nand2_1        4
nand4_1        6
nand3_1        3
buf_6          3
a21o_1         3
ha_1          32
## critical path, stage by stage
cell and delay (ps):
clkdlybuf4s50_1 430, ha_1 320, nor2b_4 130, o211ai_2 130, a2111oi_0 110, or4_4 540
a311oi_4 310, buf_4 350, mux2_2 370
## per-layer routing
layer | part of all wire | global-route usage | vias up
met4 | 0.012 | 0.0134 | 0
met5 | 0 | 0 | -
li1 | - | - | 802
met2 | 0.45 | 0.189 | 45
met1 | 0.48 | 0.176 | 736
met3 | 0.060 | 0.0248 | 7
## cells by family after synthesis
family | count (synthesis) | synth area share
DFF | 32 | 0.364
AOI/OAI and AO/OA | 28 | 0.0916
adders and majority gates | 32 | 0.182
and+or+nand+nor | 24 | 0.0751
muxes | 32 | 0.215
buffers and inverters | 36 | 0.0717
## metrics by stage
step	setup slack, ps	hold WS, ps
after floorplan	1620	479
after global placement	1030	522
after detailed placement	990	525
after CTS	1290	541
after global routing	1150	552
final	1310	536
## layout make-up
class                   count  area, sq um
fillers                   659         3860
multi-input cells         116         1240
flip-flops and latches     32          801
repair buffers             70          693
inverters                  33          124
well taps                  96          120
clock buffers               6         72.6
clock inverters             2         35.0
Power and IR drop assume default switching activity.

===== /design/flow/design.v =====
module compare_reg_for_strategy1(
  input i_clk,
  input i_rst_n,
  input i_max_rst,
  input i_maxpool,
  input signed [31:0] i_result,
  output reg signed [31:0] o_max
);
  wire max = (i_result > o_max) && i_maxpool;
  always@(posedge i_clk or negedge i_rst_n)begin
    if(!i_rst_n)begin
      o_max <= 32'd0;
    end else if(max || i_max_rst || !i_maxpool)begin
      o_max <= i_result;
    end
  end
endmodule
module maxpooling_strategy1(
  input i_clk,
  input i_rst_n,
  input i_max_rst,
  input i_maxpool,
  input signed [31:0] i_result_0_for_strategy1,
  input signed [31:0] i_result_1_for_strategy1,
  input signed [31:0] i_result_2_for_strategy1,
  input signed [31:0] i_result_3_for_strategy1,
  input signed [31:0] i_result_4_for_strategy1,
  input signed [31:0] i_result_5_for_strategy1,
  input signed [31:0] i_result_6_for_strategy1,
  input signed [31:0] i_result_7_for_strategy1,
  input signed [31:0] i_result_8_for_strategy1,
  input signed [31:0] i_result_9_for_strategy1,
  input signed [31:0] i_result_10_for_strategy1,
  input signed [31:0] i_result_11_for_strategy1,
  input signed [31:0] i_result_12_for_strategy1,
  input signed [31:0] i_result_13_for_strategy1,
  input signed [31:0] i_result_14_for_strategy1,
  input signed [31:0] i_result_15_for_strategy1,
  output signed [31:0] o_result_0_for_strategy1,
  output signed [31:0] o_result_1_for_strategy1,
  output signed [31:0] o_result_2_for_strategy1,
  output signed [31:0] o_result_3_for_strategy1,
  output signed [31:0] o_result_4_for_strategy1,
  output signed [31:0] o_result_5_for_strategy1,
  output signed [31:0] o_result_6_for_strategy1,
  output signed [31:0] o_result_7_for_strategy1,
  output signed [31:0] o_result_8_for_strategy1,
  output signed [31:0] o_result_9_for_strategy1,
  output signed [31:0] o_result_10_for_strategy1,
  output signed [31:0] o_result_11_for_strategy1,
  output signed [31:0] o_result_12_for_strategy1,
  output signed [31:0] o_result_13_for_strategy1,
  output signed [31:0] o_result_14_for_strategy1,
  output signed [31:0] o_result_15_for_strategy1
);
  compare_reg_for_strategy1 compare_reg_for_strategy1_0(
    .i_clk        (i_clk),
    .i_rst_n      (i_rst_n),
    .i_max_rst    (i_max_rst),
    .i_maxpool    (i_maxpool),
    .i_result       (i_result_0_for_strategy1),
    .o_max        (o_result_0_for_strategy1)
);
  compare_reg_for_strategy1 compare_reg_for_strategy1_1(
    .i_clk        (i_clk),
    .i_rst_n      (i_rst_n),
    .i_max_rst    (i_max_rst),
    .i_maxpool    (i_maxpool),
    .i_result       (i_result_1_for_strategy1),
    .o_max        (o_result_1_for_strategy1)
);
  compare_reg_for_strategy1 compare_reg_for_strategy1_2(
    .i_clk        (i_clk),
    .i_rst_n      (i_rst_n),
    .i_max_rst    (i_max_rst),
    .i_maxpool    (i_maxpool),
    .i_result       (i_result_2_for_strategy1),
    .o_max        (o_result_2_for_strategy1)
);
  compare_reg_for_strategy1 compare_reg_for_strategy1_3(
    .i_clk        (i_clk),
    .i_rst_n      (i_rst_n),
    .i_max_rst    (i_max_rst),
    .i_maxpool    (i_maxpool),
    .i_result       (i_result_3_for_strategy1),
    .o_max        (o_result_3_for_strategy1)
);
  compare_reg_for_strategy1 compare_reg_for_strategy1_4(
    .i_clk        (i_clk),
    .i_rst_n      (i_rst_n),
    .i_max_rst    (i_max_rst),
    .i_maxpool    (i_maxpool),
    .i_result       (i_result_4_for_strategy1),
    .o_max        (o_result_4_for_strategy1)
);
  compare_reg_for_strategy1 compare_reg_for_strategy1_5(
    .i_clk        (i_clk),
    .i_rst_n      (i_rst_n),
    .i_max_rst    (i_max_rst),
    .i_maxpool    (i_maxpool),
    .i_result       (i_result_5_for_strategy1),
    .o_max        (o_result_5_for_strategy1)
);
  compare_reg_for_strategy1 compare_reg_for_strategy1_6(
    .i_clk        (i_clk),
    .i_rst_n      (i_rst_n),
    .i_max_rst    (i_max_rst),
    .i_maxpool    (i_maxpool),
    .i_result       (i_result_6_for_strategy1),
    .o_max        (o_result_6_for_strategy1)
);
  compare_reg_for_strategy1 compare_reg_for_strategy1_7(
    .i_clk        (i_clk),
    .i_rst_n      (i_rst_n),
    .i_max_rst    (i_max_rst),
    .i_maxpool    (i_maxpool),
    .i_result       (i_result_7_for_strategy1),
    .o_max        (o_result_7_for_strategy1)
);
  compare_reg_for_strategy1 compare_reg_for_strategy1_8(
    .i_clk        (i_clk),
    .i_rst_n      (i_rst_n),
    .i_max_rst    (i_max_rst),
    .i_maxpool    (i_maxpool),
    .i_result       (i_result_8_for_strategy1),
    .o_max        (o_result_8_for_strategy1)
);
  compare_reg_for_strategy1 compare_reg_for_strategy1_9(
    .i_clk        (i_clk),
    .i_rst_n      (i_rst_n),
    .i_max_rst    (i_max_rst),
    .i_maxpool    (i_maxpool),
    .i_result       (i_result_9_for_strategy1),
    .o_max        (o_result_9_for_strategy1)
);
  compare_reg_for_strategy1 compare_reg_for_strategy1_10(
    .i_clk        (i_clk),
    .i_rst_n      (i_rst_n),
    .i_max_rst    (i_max_rst),
    .i_maxpool    (i_maxpool),
    .i_result       (i_result_10_for_strategy1),
    .o_max        (o_result_10_for_strategy1)
);
  compare_reg_for_strategy1 compare_reg_for_strategy1_11(
    .i_clk        (i_clk),
    .i_rst_n      (i_rst_n),
    .i_max_rst    (i_max_rst),
    .i_maxpool    (i_maxpool),
    .i_result       (i_result_11_for_strategy1),
    .o_max        (o_result_11_for_strategy1)
);
  compare_reg_for_strategy1 compare_reg_for_strategy1_12(
    .i_clk        (i_clk),
    .i_rst_n      (i_rst_n),
    .i_max_rst    (i_max_rst),
    .i_maxpool    (i_maxpool),
    .i_result       (i_result_12_for_strategy1),
    .o_max        (o_result_12_for_strategy1)
);
  compare_reg_for_strategy1 compare_reg_for_strategy1_13(
    .i_clk        (i_clk),
    .i_rst_n      (i_rst_n),
    .i_max_rst    (i_max_rst),
    .i_maxpool    (i_maxpool),
    .i_result       (i_result_13_for_strategy1),
    .o_max        (o_result_13_for_strategy1)
);
  compare_reg_for_strategy1 compare_reg_for_strategy1_14(
    .i_clk        (i_clk),
    .i_rst_n      (i_rst_n),
    .i_max_rst    (i_max_rst),
    .i_maxpool    (i_maxpool),
    .i_result       (i_result_14_for_strategy1),
    .o_max        (o_result_14_for_strategy1)
);
  compare_reg_for_strategy1 compare_reg_for_strategy1_15(
    .i_clk        (i_clk),
    .i_rst_n      (i_rst_n),
    .i_max_rst    (i_max_rst),
    .i_maxpool    (i_maxpool),
    .i_result       (i_result_15_for_strategy1),
    .o_max        (o_result_15_for_strategy1)
);
endmodule

===== /design/flow/run.sh =====
#!/bin/bash
# OpenROAD 26Q1-2900-gdf79404cd8, Yosys 0.63+post, stock flow scripts
make -C /OpenROAD-flow-scripts/flow DESIGN_CONFIG=/design/flow/config.mk WORK_HOME=/design/flow/orfs finish

===== /design/flow/config.mk =====
export PLATFORM = sky130hd
export DESIGN_NAME = maxpooling_strategy1
export DESIGN_NICKNAME = maxpooling_strategy1
export VERILOG_FILES = /design/flow/design.v
export SDC_FILE = /design/flow/constraint.sdc
export NUM_CORES = 4
export LEC_CHECK = 1
export CORE_AREA = 10 10 433 433
export DIE_AREA = 0 0 443 443

===== /design/flow/constraint.sdc =====
current_design maxpooling_strategy1

set clk_period 9.6
set clk_io_pct 0.2

create_clock -name clk0 -period $clk_period [get_ports {i_clk}]

set non_clock_inputs [all_inputs -no_clocks]
set_input_delay [expr $clk_period * $clk_io_pct] -clock clk0 $non_clock_inputs
set_output_delay [expr $clk_period * $clk_io_pct] -clock clk0 [all_outputs]

==> impl_metrics.toml <==
# yosys + openroad results
[outcome]
outcome = "finished clean"

[final_timing]
maxSlewHeadroom_pct = 42.7
fin_crit_ps = 4960
rsz0062_at_grt = "false"
whs_ps = 519
fin_skew_ps = 27.2
max_freq_mhz = 202
setup_viol = 0
fin_tns_setup_ps = 0
worst_pin_slew_ps = 859
hold_violations = 0
timing.final.crit_share_pct = 51.7
slew_violations = 0

[synth]
ys_cells = 2918
synth_area_leader_cell = "dfrtp_1"
top_area_share_pct = 38.6
synthFlopType = "dfrtp_1"
ys_ff = 512
ys_async_sr_fraction_pct = 100
ys_area_um2 = 33200
edf_count = 0
synthCells = 2918
seq_area_frac_synth_pct = 38.6
most_common_cell = "inv_1"
synthTopCellsByArea = "dfrtp_1 39%, ha_1 19%, mux2_4 9.5%"
ys_types = 50
synthTopCellsByCount = "526 x inv_1, 512 x dfrtp_1, 512 x ha_1"
syn-cell-area_um2 = 33200
yosysWarnings = 1
postSynthAreaPerCell_um2 = 11.4

[global_route]
grt_max_degree = 112
overflow = 0
grt_pass1_vias = 26900
grt.total_usage_pct = 16.2
antenna_found_initial = 53
grt_first_pass_wirelength_um = 221000

[cts]
cts_sinks = 512
holdBufCountCts = 0
cts.htree.levels = 3
cts_buffers = 71
clk_pin_slew_ps = 60
root_buffer = "clkbuf_16"
worstSkewPairLatency_ps = 690
cts_resized = 0
postCtsSetupBuffers = 0
clockBufferDepth = 3
cts_tree = "done"

[finish]
drive_gt1_share_pct = 15.4
area_growth_pct = 46.7

[critical_path]
cp_slowest_cell = "a221oi_4"
crit_chain = "clkdlybuf4s50_1 -> ha_1 -> nand4_1 -> or2_2 -> nor3_1 -> a21boi_0 -> a221oi_4 -> buf_4 -> mux2_2"
worstPathArrival_ps = 5510
crit_family = "AND-OR/OR-AND gates"
critical_path.max_stage_delay_ps = 750
worst-path-buf-inv = 2
cp-start-kind = "primary input"
cp-end-kind = "register"
crit_required_ps = 10150
path_class = "primary input to register"
crit_fanout = 20

[placement]
port_buffers = 1027
place_hpwl_um = 138000
gp_congestion = 0.959

[drt]
route.detailed.drc = 0
routed_wl_um = 161000
viasPerCell = 4.14
drtPass1Iterations = 7
routedWlPerCell_um = 25.1
vias = 26600
antenna_left = 0
drt-initial-drc-count = 1212

[die]
initCoreUtil_pct = 18.6
dieHeight_um = 443
core.rowCount = 155
die_area_um2 = 196000
die_w_um = 443
io_pins = 1028
core-area_um2 = 178000

[pwr]
ir_drop_mv = 0.124
p_leak_uw = 0.0220
power_density_nw_per_um2 = 148

[run]
warning_count = 28
max_cap_viol_count = 0

[worst_hold_path]
hold_class = "register to register"
## placed cells by master, fill, tap and decap left out, drive strengths merged, types with 16 or more instances in the layout
cell,count
nand3,39
nor2b,23
clkdlybuf4s50,1026
ha,512
o211ai,24
clkbuf,104
or4,28
nor3,18
nand2,77
a211oi,31
a21o,30
o21ai,80
clkinv,16
inv,529
dfrtp,512
nor2,26
mux2,512
buf,36
nand4,121
a21oi,208
nor4,23
diode,17
## path summary, 6_finish.rpt
| kind | startpoint | endpoint | slack [ps] | cells after the start |
|---|---|---|---|---|
| worst max register to register | compare_reg_for_strategy1_12.o_max[15] | compare_reg_for_strategy1_12.o_max[8] | 5960 | 9 |
| max in group asynchronous | i_rst_n | compare_reg_for_strategy1_1.o_max[15] | 6230 | 4 |
| worst min register to register | compare_reg_for_strategy1_2.o_max[8] | compare_reg_for_strategy1_2.o_max[8] | 520 | 1 |
| worst max-delay path | i_result_12_for_strategy1[15] | compare_reg_for_strategy1_12.o_max[8] | 4640 | 9 |
| worst min-delay path | compare_reg_for_strategy1_2.o_max[8] | compare_reg_for_strategy1_2.o_max[8] | 520 | 1 |
| min in group asynchronous | i_rst_n | compare_reg_for_strategy1_15.o_max[12] | 1150 | 1 |
## through the flow
stage	area [µm²]	std cells	total power (µW)	worst slack, ps	util (%)
detailed placement	46300	6285	4560	3960	26.0
global route	48700	6429	7620	4590	27.3
finish	48700	6430	7190	4640	27.3
floorplan	33200	2918	3360	5440	-
global placement	46300	6285	4550	3940	26.0
CTS	48600	6413	7350	4710	27.3
## cell families after synthesis
family | Yosys count | share of synthesized area (%)
flip-flops | 512 | 38.6
buffers and inverters | 576 | 7.33
multiplexers | 512 | 19.8
AND-OR/OR-AND | 441 | 8.65
AND/OR/NAND/NOR | 365 | 6.33
adder cells (fa/ha/maj) | 512 | 19.3
## final cells by class
type	count	area [µm²]
Tap cell	2355	2950
Clock buffer	104	2060
Clock inverter	24	263
Timing Repair Buffer	1062	10600
Antenna cell	17	42.5
Sequential cell	512	12800
Inverter	526	1970
Fill cell	18300	130000
Multi-Input combinational cell	1830	18000
## layer usage
layer / global-route usage [%] / vias to the layer above / part of all wire [%]
li1: - / 12600 / -
met1: 18.5 / 13000 / 37
met2: 28.2 / 786 / 51
met3: 6.26 / 212 / 8.7
met4: 4.58 / 2 / 3.4
met5: 0 / - / 0.011
## where the power goes
part           internal (µW)  switching, µW  leakage, µW
clock network           1580           1120      0.00114
registers               2360            185      0.00597
logic                   1070            880       0.0149
total                   5010           2190       0.0220
Power and IR drop assume default switching activity.
